==> ./design.v <==
`timescale 1ns/1ps
module wb_master #(
    parameter AW = 16,
    parameter DW = 32
) (
    input  logic             clk,
    input  logic             rst_n,
    input  logic [AW-1:0]   cmd_addr,
    input  logic [DW-1:0]   cmd_wdata,
    input  logic             cmd_we,
    input  logic             cmd_valid,
    output logic             cmd_ready,
    output logic [DW-1:0]   rsp_rdata,
    output logic             rsp_valid,
    output logic [AW-1:0]   wbm_adr_o,
    output logic [DW-1:0]   wbm_dat_o,
    input  logic [DW-1:0]   wbm_dat_i,
    output logic             wbm_we_o,
    output logic [3:0]       wbm_sel_o,
    output logic             wbm_stb_o,
    output logic             wbm_cyc_o,
    input  logic             wbm_ack_i,
    input  logic             wbm_err_i
);
    typedef enum logic {
        IDLE   = 1'b0,
        ACTIVE = 1'b1
    } state_e;
    state_e state;
    always_ff @(posedge clk or negedge rst_n) begin
        if (!rst_n) begin
            state     <= IDLE;
            wbm_adr_o <= '0;
            wbm_dat_o <= '0;
            wbm_we_o  <= 1'b0;
            wbm_sel_o <= 4'b0;
            wbm_stb_o <= 1'b0;
            wbm_cyc_o <= 1'b0;
            rsp_rdata <= '0;
            rsp_valid <= 1'b0;
        end else begin
            rsp_valid <= 1'b0;    
            case (state)
                IDLE: begin
                    if (cmd_valid) begin
                        wbm_adr_o <= cmd_addr;
                        wbm_dat_o <= cmd_wdata;
                        wbm_we_o  <= cmd_we;
                        wbm_sel_o <= 4'hF;       
                        wbm_stb_o <= 1'b1;
                        wbm_cyc_o <= 1'b1;
                        state     <= ACTIVE;
                    end
                end
                ACTIVE: begin
                    if (wbm_ack_i || wbm_err_i) begin
                        wbm_stb_o <= 1'b0;
                        wbm_cyc_o <= 1'b0;
                        rsp_rdata <= wbm_dat_i;   
                        rsp_valid <= 1'b1;
                        state     <= IDLE;
                    end
                end
                default: state <= IDLE;
            endcase
        end
    end
    assign cmd_ready = (state == IDLE);
endmodule
==> ./run.sh <==
#!/bin/bash
# OpenROAD 26Q1-2900-gdf79404cd8, Yosys 0.63+post, stock flow scripts
make -C /OpenROAD-flow-scripts/flow DESIGN_CONFIG=/design/flow/config.mk WORK_HOME=/design/flow/orfs finish
==> ./config.mk <==
export PLATFORM = sky130hd
export DESIGN_NAME = wb_master
export DESIGN_NICKNAME = wb_master
export VERILOG_FILES = /design/flow/design.v
export SDC_FILE = /design/flow/constraint.sdc
export NUM_CORES = 4
export LEC_CHECK = 1
export CORE_UTILIZATION = 50
==> ./constraint.sdc <==
current_design wb_master

set clk_period 6.6
set clk_io_pct 0.2

create_clock -name clk0 -period $clk_period [get_ports {clk}]

set non_clock_inputs [all_inputs -no_clocks]
set_input_delay [expr $clk_period * $clk_io_pct] -clock clk0 $non_clock_inputs
set_output_delay [expr $clk_period * $clk_io_pct] -clock clk0 [all_outputs]
==> flow_results.org <==
* Implementation run

** STA
- The final timing report gives a worst setup slack of around 3.5 ns.
- Checking max transition, the worst relative margin is 51.3%.
- Final Hold Violation Tally :: 0
- Hold slack :: just over 0.5 ns
- Setup skew after layout :: 0.00649 ns
- Total Neg Setup Slack :: 0 ns
- Setup repair after global routing left no endpoint under its margin.
- Final period demand of the worst path :: 3.07 ns
- Post-route period utilization is reported as a little under half.
- Number of slew-limit violations in the final report :: 0
- Maximum clock frequency :: approximately 330 MHz
- Slew at the pin with the worst max-slew slack :: 0.730 ns
- For this run, the final setup violation count is recorded as 0.

** Worst setup path
- CP startpoint kind :: input pin
- For this design, the slowest cell found on the critical path is buf_4.
- Slowest cell delay on critical path :: 0.66 ns
- Critical path class :: input pin to flip-flop
- Grouping stages by cell kind, the critical path spends the most delay in buffers and inverters.
- Worst-path fanout max :: 41
- CP Data Required Time :: around 6.8 ns
- STA classifies the critical path endpoint as a flip-flop.
- Counting both buffers and inverters, the worst setup path holds a total of 2.
- For reference, the critical path cell chain is clkdlybuf4s50_1, nor2b_4, buf_4, mux2_2.
- Arrival time worst endpoint :: 3.29 ns

** Placed design
- Before CTS, the worst setup slack after placement is around 3.2 ns.
- Per the placement report, the placed cell count is 429.
- Placer's final routability congestion estimate :: 0.785
- Post-DP Area :: 0.00514 mm2
- In the placement report, post-DP HPWL is listed as 5340 um.
- Port Buffer Count :: between 150 and 200

** GRT
- All-layer global routing usage :: 24.5%
- Initial antenna violation count :: 0
- Global-route wire length before repair :: 13000 um
- Maximum number of pins on one net before global-route repair :: about 54
- Global-route congestion overflow total :: 0
- Vias in the first global route :: 2413

** Synthesis
- Cell accounting for the most synthesized area :: dfrtp_1
- Area reported by Yosys stat :: around 0.0034 mm2
- Per the synth stats, the flop cell with the highest instance count is dfrtp_1.
- The number of cells reported by Yosys stat comes to between 150 and 200.
- By count the netlist is led by dfrtp_1 (85), mux2_4 (48), mux2_2 (33).
- The synthesized netlist occupies a cell area of 0.00344 mm2.
- The synthesis stats list as the most numerous cell dfrtp_1.
- Per the post-synthesis stats, the area per cell is 18.3 um2.
- Area contributors post-synth :: dfrtp_1 (62%), mux2_4 (21%), mux2_2 (11%)
- Number of enable-type register cells in the synthesized netlist :: 0
- After synthesis, the netlist uses 14 different library cells.
- Max-area cell share :: about three fifths
- Synthesized registers :: roughly 85
- Of the synthesized area, sequential elements account for 61.8%.
- Per the post-synthesis report, the number of cells in the design is between 150 and 200.
- Per the synth stats, the proportion of register bits with asynchronous set or reset is 100%.
- Yosys synthesis warning count :: 1

** Clock network
- CTS built an H-tree with a depth of 3.
- Quantity of hold-fixing buffers added after cts :: 0
- No sink is reached through more buffers than the 2 on the longest clock path.
- Per the TritonCTS log, the buffer count is 9.
- Looking at the post-CTS report, the setup buffer insertion count equals 0.
- Clock-pin transition on the worst setup and hold timing paths :: 0.08 ns
- Count of clock tree sinks :: 85
- The clock reaches the later pin of the worst-skew pair after 0.34 ns.
- CTS placed an instance of clkbuf_8 at the clock tree root.
- In this run, post-CTS repair resized a total of 0 instances.
- TritonCTS built the clock tree.

** Die
- Total die area :: 0.00722 mm2
- Width of the die :: 85.0 um
- Area of the core region :: about 0.0065 mm2
- Number of placed I/O pins :: 175
- Before placement the cells fill 53.0% of the core.
- The initialized floorplan defines 29 standard-cell rows.
- Die Y-Extent :: 85.0 um

** Power and ir drop
- Combinational group share of total power :: between 20% and 30%
- Power comes to 1.52 mW.
- Share of power burned in registers :: between 40 and 50%
- The script computed a power per unit cell area of 283 mW/mm2.
- Switching fraction of total power :: 20.4%
- Power share of the clock group :: about 28%
- Static Leak :: 2.35 nW
- The analysis reports a worst IR drop on VDD of 0.000231 V.
- Internal power component :: 1.21 mW
- For this design the total switching power over the nets is 310 uW.

** Cells and area
- The layout report lists the combined flip-flop and latch area as ~0.0021 mm2.
- Cell area after layout :: 0.00538 mm2
- Combinational cell area excluding buffers and inverters :: 0.00114 mm2
- Layout Utilization :: 82.8%
- Per the final layout report, the fraction of cells sized above drive strength 1 comes to 27.7%.
- For this run, the number of standard cells in the final layout without fillers is 445.
- The flow measured a signed area growth from synthesis to layout of 56.2%.
- Filler Cell Count :: 372

** Flow run
- Count of maximum capacitance violations :: 0
- Warnings raised by the tools during the run amount to 26.

** Route
- Number of nets with antenna violations after routing :: 0
- Via total after detailed routing :: 2235
- 0 antenna diodes ended up in the layout.
- Using the TritonRoute via totals, the vias-per-cell ratio works out to 5.02.
- According to the report, the first pass of detailed routing completed in 25 iterations.
- For this block, the routed nets add up to slightly below 8000 um of wire.
- Iteration-0 DRC Markers :: 112
- Per the detail_route report, DRC violations left total 0.
- Dividing the detail-routed wire length by the instance count gives 17.8 um.

** Min path
- According to the hold report, the worst path is of the flip-flop to flip-flop type.

** Status
- The flow ran to the end, and the final reports show no timing, DRC or antenna violations.
==> worst reg2reg max path, delay by kind of cell (launching register included) <==
family / cells / cell delay, ns
AND/OR/NAND/NOR: 1 / 0.38
buffers and inverters: 1 / 0.66
multiplexers: 1 / 0.44
flip-flops: 1 / 0.48
==> power by group through the flow <==
stage	logic, mW	clock network [mW]	registers, mW
finish	0.410	0.430	0.679
global route	0.440	0.471	0.693
CTS	0.416	0.444	0.679
==> layer usage <==
metal  up-vias  share of wire, %  global-route usage, %
met5         -                 0                      0
met3        11                12                   11.0
met2       118                45                   35.3
met1      1110                42                   37.5
li1        996                 -                      -
met4         0               1.8                   3.70
==> sequential cells by signal (all words and copies together), names as in the netlist <==
register   count
wbm_dat_o     32
rsp_valid      1
wbm_adr_o     16
rsp_rdata     32
wbm_sel_o      1
wbm_we_o       1
wbm_stb_o      1
state          1
==> layout make-up <==
type	instances	share of cell area [%]
Sequential cell	85	39.6
Timing Repair Buffer	177	32.8
Inverter	2	0.140
Tap cell	77	1.79
Clock buffer	12	2.70
Multi-Input combinational cell	88	21.3
Clock inverter	4	1.77
==> final timing paths <==
path / cells after the start / slack [ns] / endpoint / start
worst min register to register: 1 / 0.51 / rsp_rdata[21]$_DFFE_PN0P_ / rsp_rdata[21]$_DFFE_PN0P_
min in group asynchronous: 1 / 0.90 / wbm_dat_o[12]$_DFFE_PN0P_ / rst_n
max in group asynchronous: 2 / 4.68 / rsp_rdata[31]$_DFFE_PN0P_ / rst_n
worst min-delay path: 1 / 0.51 / rsp_rdata[21]$_DFFE_PN0P_ / rsp_rdata[21]$_DFFE_PN0P_
worst max-delay path: 4 / 3.53 / wbm_dat_o[31]$_DFFE_PN0P_ / cmd_valid
worst max register to register: 3 / 4.52 / wbm_dat_o[31]$_DFFE_PN0P_ / state$_DFF_PN0_
==> cell usage in the layout, fill, tap and decap left out <==
master / netlist / routed
or2_2: 1 / 1
a21o_1: 1 / 1
mux2_4: 48 / 48
clkinv_2: 0 / 1
mux2_2: 33 / 33
clkbuf_8: 0 / 10
clkdlybuf4s50_1: 0 / 173
clkbuf_1: 0 / 2
nor2b_4: 0 / 1
o21ai_2: 1 / 1
bufinv_16: 0 / 3
buf_4: 4 / 4
inv_1: 2 / 2
nor2_1: 2 / 2
dfrtp_1: 85 / 85
o2bb2ai_1: 1 / 1
==> logic make-up after synthesis <==
family                 share of synthesized area, %
buffers and inverters                          5.16
DFF                                            61.8
and+or+nand+nor                               0.582
AOI/OAI and AO/OA                             0.727
muxes                                          31.7
Power and IR drop assume default switching activity.
