## run.sh

```bash
#!/bin/bash
# OpenROAD 26Q1-2900-gdf79404cd8, Yosys 0.63+post, stock flow scripts
make -C /OpenROAD-flow-scripts/flow DESIGN_CONFIG=/design/flow/config.mk WORK_HOME=/design/flow/orfs finish
```

## config.mk

```make
export PLATFORM = sky130hd
export DESIGN_NAME = wb_reg
export DESIGN_NICKNAME = wb_reg
export VERILOG_FILES = /design/flow/design.v
export SDC_FILE = /design/flow/constraint.sdc
export NUM_CORES = 4
export LEC_CHECK = 1
export CORE_UTILIZATION = 30
```

## constraint.sdc

```tcl
current_design wb_reg

set clk_period 3.9
set clk_io_pct 0.2

create_clock -name clk0 -period $clk_period [get_ports {clk}]

set non_clock_inputs [all_inputs -no_clocks]
set_input_delay [expr $clk_period * $clk_io_pct] -clock clk0 $non_clock_inputs
set_output_delay [expr $clk_period * $clk_io_pct] -clock clk0 [all_outputs]
```

## design.v

```verilog
module wb_reg #(
    parameter AW = 16,
    parameter DW = 32
) (
    input  logic             clk,
    input  logic             rst_n,
    input  logic [AW-1:0]   wbs_adr_i,
    input  logic [DW-1:0]   wbs_dat_i,
    output logic [DW-1:0]   wbs_dat_o,
    input  logic             wbs_we_i,
    input  logic [3:0]       wbs_sel_i,
    input  logic             wbs_stb_i,
    input  logic             wbs_cyc_i,
    output logic             wbs_ack_o,
    output logic             wbs_err_o,
    output logic [DW-1:0]   reg_out     
);
    logic [DW-1:0] reg_data;
    always_ff @(posedge clk or negedge rst_n) begin
        if (!rst_n) begin
            wbs_ack_o <= 1'b0;
            wbs_dat_o <= '0;
            reg_data  <= '0;
        end else begin
            wbs_ack_o <= 1'b0;    
            if (wbs_cyc_i && wbs_stb_i && !wbs_ack_o) begin
                wbs_ack_o <= 1'b1;
                if (wbs_we_i) begin
                    if (wbs_sel_i[0]) reg_data[ 7: 0] <= wbs_dat_i[ 7: 0];
                    if (wbs_sel_i[1]) reg_data[15: 8] <= wbs_dat_i[15: 8];
                    if (wbs_sel_i[2]) reg_data[23:16] <= wbs_dat_i[23:16];
                    if (wbs_sel_i[3]) reg_data[31:24] <= wbs_dat_i[31:24];
                end else begin
                    wbs_dat_o <= reg_data;
                end
            end
        end
    end
    assign wbs_err_o = 1'b0;
    assign reg_out   = reg_data;
endmodule
```

==> impl_metrics.xml <==
<?xml version="1.0" encoding="UTF-8"?>
<metrics>
  <group name="final_timing">
    <metric name="timing.fmax" unit="MHz">473.5</metric>
    <metric name="timing.setup.tns" unit="ns">0</metric>
    <metric name="fin_ws" unit="ns">1.788</metric>
    <metric name="finalSetupViolations" unit="">0</metric>
    <metric name="fin_crit" unit="ns">2.112</metric>
    <metric name="timing.max_slew.rel_slack" unit="">0.5735</metric>
    <metric name="worst_clock_skew" unit="ns">0.003970</metric>
    <metric name="hold_viol" unit="">0</metric>
    <metric name="worstMarginPinSlew" unit="ns">0.6397</metric>
    <metric name="drv_slew" unit="">0</metric>
    <metric name="unrepaired_setup_endpoints_after_global_routing" unit="">no</metric>
    <metric name="timing.final.crit_share" unit="">0.5416</metric>
  </group>
  <group name="worst_setup_path">
    <metric name="flop_to_flop_setup_slack" unit="ns">2.26</metric>
    <metric name="timing.critical_path.from_type" unit="">primary input</metric>
    <metric name="timing.rr.start" unit="">wbs_ack_o</metric>
    <metric name="cell_count_of_the_worst_reg_to_reg_path" unit="">3</metric>
    <metric name="setup.worst_path.class" unit="">in2reg</metric>
    <metric name="setup.worst_path.end_class" unit="">flip-flop</metric>
    <metric name="critical_path.endpoint" unit="">reg_data[15]</metric>
    <metric name="worstPathRequired" unit="ns">4.11</metric>
    <metric name="timing.critical_path.fanout_max" unit="">8</metric>
    <metric name="cp.arrival" unit="ns">2.33</metric>
    <metric name="setup.worst_path.start" unit="">wbs_we_i</metric>
    <metric name="r2r_end" unit="">reg_data[15]</metric>
  </group>
  <group name="clock_network">
    <metric name="clockRootBuffer" unit="">sky130_fd_sc_hd__clkbuf_8</metric>
    <metric name="holdBufCountCts" unit="">0</metric>
    <metric name="ctsHtreeMaxLevel" unit="">3</metric>
    <metric name="post_cts_resize_count" unit="">0</metric>
    <metric name="clk-insertion-delay-late" unit="ns">0.33</metric>
    <metric name="cts_inserted_buffers" unit="">9</metric>
    <metric name="clock_path_buffers" unit="">2</metric>
    <metric name="cts_tree" unit="">done</metric>
    <metric name="cts_setup_buffers" unit="">0</metric>
    <metric name="clkSlewWorstSetupHoldPaths" unit="ns">0.07</metric>
    <metric name="clock-sinks" unit="">65</metric>
  </group>
  <group name="die">
    <metric name="number_of_top_level_design_ports" unit="">123</metric>
    <metric name="chip_area" unit="um2">8570</metric>
    <metric name="core" unit="um2">7848</metric>
    <metric name="rows" unit="">32</metric>
    <metric name="die.size.y" unit="um">92.58</metric>
    <metric name="floorplan.core_util" unit="">0.3136</metric>
    <metric name="die_w" unit="um">92.58</metric>
  </group>
  <group name="layout">
    <metric name="finish.cell_count_without_fillers" unit="">364</metric>
    <metric name="drive_gt1_frac" unit="">0.1985</metric>
    <metric name="area.growth.synth_to_final" unit="%">53.64</metric>
    <metric name="layout.filler_cells" unit="">721</metric>
    <metric name="postLayoutCoreUtil" unit="">0.4818</metric>
    <metric name="layout_top_cell_excl_fill_tap" unit="">sky130_fd_sc_hd__clkdlybuf4s50_1</metric>
    <metric name="layout_top_cells" unit="">sky130_fd_sc_hd__clkdlybuf4s50_1, sky130_fd_sc_hd__dfrtp_1, sky130_fd_sc_hd__mux2_1</metric>
  </group>
  <group name="synth">
    <metric name="synth_flop_count" unit="">65</metric>
    <metric name="seq_area_frac_synth" unit="">0.6609</metric>
    <metric name="syn_area" unit="um2">2461</metric>
    <metric name="synth_warnings" unit="">1</metric>
    <metric name="ys_top_cells_by_area" unit="">sky130_fd_sc_hd__dfrtp_1, sky130_fd_sc_hd__mux2_1, sky130_fd_sc_hd__mux2_2</metric>
    <metric name="cell_type_contributing_the_most_total_cell_area_after_synthesis" unit="">sky130_fd_sc_hd__dfrtp_1</metric>
    <metric name="synth.lib_cells_used.distinct" unit="">10</metric>
    <metric name="ys_cells" unit="">143</metric>
    <metric name="synth_largest_type_area_fraction" unit="">0.6609</metric>
    <metric name="post_synth_inst_count" unit="">143</metric>
    <metric name="yosys_area" unit="um2">2461</metric>
    <metric name="synth.avg_cell_area" unit="um2">17.21</metric>
  </group>
  <group name="drt">
    <metric name="totalWireLength" unit="mm">5.203</metric>
    <metric name="ant_nets" unit="">0</metric>
    <metric name="wl_per_cell" unit="um">14.29</metric>
    <metric name="detailed_route_drc_error_count" unit="">0</metric>
    <metric name="num_antenna_cells" unit="">0</metric>
    <metric name="via_total_after_detailed_routing" unit="">1592</metric>
    <metric name="first_pass_iters" unit="">2</metric>
    <metric name="drt_first_iter_violations" unit="">24</metric>
    <metric name="route.detailed.vias_per_inst" unit="">4.374</metric>
  </group>
  <group name="outcome">
    <metric name="status" unit="">completed</metric>
  </group>
  <group name="place">
    <metric name="portBuffers" unit="">105</metric>
    <metric name="placedCellCount" unit="">348</metric>
    <metric name="post-place-ws" unit="ns">1.390</metric>
    <metric name="dp_hpwl" unit="mm">3.699</metric>
    <metric name="routability_congestion" unit="">0.6866</metric>
  </group>
  <group name="worst_hold_path">
    <metric name="worst_hold_path_type" unit="">in2async</metric>
  </group>
  <group name="grt">
    <metric name="grt_pass1_wl" unit="mm">8.645</metric>
    <metric name="global_route.usage.total" unit="">0.1339</metric>
    <metric name="grt_remaining_overflow" unit="">0</metric>
    <metric name="grt_pass1_vias" unit="">1711</metric>
    <metric name="grt_max_degree" unit="">38</metric>
    <metric name="antenna_violations_before_repair" unit="">0</metric>
  </group>
  <group name="power_and_ir_drop">
    <metric name="power.leakage" unit="nW">1.622</metric>
    <metric name="p_per_area" unit="nW/um2">546.5</metric>
    <metric name="ir_worst_vdd" unit="mV">0.2325</metric>
  </group>
  <group name="job">
    <metric name="max_cap_viol_count" unit="">0</metric>
    <metric name="warnings" unit="">41</metric>
  </group>
</metrics>
[Yosys cell counts]
library cell,number
sky130_fd_sc_hd__nand2_1,1
sky130_fd_sc_hd__nor2_1,1
sky130_fd_sc_hd__conb_1,1
sky130_fd_sc_hd__dfrtp_1,65
sky130_fd_sc_hd__mux2_2,30
sky130_fd_sc_hd__nand2_4,4
sky130_fd_sc_hd__mux2_1,34
sky130_fd_sc_hd__nor3_2,1
sky130_fd_sc_hd__buf_4,5
sky130_fd_sc_hd__and4b_1,1
[registers in the layout (all words and copies together), names as in the netlist]
name	cells
reg_data	32
wbs_dat_o	32
wbs_ack_o	1
[final cells by class]
type | instances | area (um2) | area share
clock buffer | 12 | 135.1 | 0.03574
clock inverter | 4 | 20.02 | 0.005295
multi-input combinational | 73 | 803.3 | 0.2124
sequential | 65 | 1627 | 0.4302
tap | 102 | 127.6 | 0.03375
timing repair buffer | 108 | 1069 | 0.2826
[power by group]
group / leakage, nW / switching, mW / internal, mW
logic: 0.747 / 0.105 / 0.499
registers: 0.791 / 0.118 / 0.883
clock network: 0.0839 / 0.236 / 0.227
[logic make-up after synthesis]
group	after synthesis	synth area share
mux	64	0.2928
flops	65	0.6609
other cells	1	0.001524
simple gates	8	0.02948
buf+inv	5	0.01525
[worst min-delay path by stage]
| stage | end | slack [ns] | cells past startpoint |
|---|---|---|---|
| 5_1_grt | wbs_dat_o[30] | 0.51 | 1 |
| 6_report | wbs_dat_o[30] | 0.46 | 1 |
| 4_1_cts | wbs_dat_o[30] | 0.46 | 1 |
[stage by stage]
stage	hold slack, ns	power [mW]	cell area (um2)
after floorplan	0.4325	1.113	2461
after detailed placement	0.4787	1.627	3626
after global placement	0.4683	1.623	3626
after global routing	0.5077	2.213	3781
after CTS	0.4648	2.108	3781
final	0.4639	2.066	3781
[routing by layer]
layer / wire length (um) / global-route usage
met5: 0 / 0
met4: 116 / 0.02604
met3: 597 / 0.06182
met2: 2305 / 0.1852
met1: 2183 / 0.2004
[critical path, stage by stage]
cell and delay (ns):
sky130_fd_sc_hd__clkdlybuf4s50_1 0.52, sky130_fd_sc_hd__and4b_1 0.50, sky130_fd_sc_hd__nand2_4 0.18, sky130_fd_sc_hd__mux2_1 0.35
Power is estimated from default activity; no workload was simulated.
